==> /design/flow/design.v <==
module adder #(parameter N = 64)
					(input logic [N-1:0] a, b,
					output logic [N-1:0] y);
	assign y = a + b;
endmodule
module fetch (input logic PCSrc_F,
					input logic clk,
					input logic reset,
					input logic [63:0] PCBranch_F,
					output logic [63:0] imem_addr_F);
	logic [63:0] mux_out,q,adder_out;
	flopr dut1(clk,reset,mux_out,q);
	mux2 dut2(PCBranch_F, adder_out,PCSrc_F,mux_out);
	adder dut3(q,64'd4,adder_out);
	assign imem_addr_F = q;
endmodule
module flopr 
	#(parameter N = 64)
		(input logic clk,
		input logic reset,
		input logic [N-1:0] d,
		output logic [N-1:0] q);
	always_ff @(posedge clk, posedge reset)
		if (reset) q <= #N 'b0;
		else q <= d;
endmodule
module mux2 #(parameter N = 64)
				(input logic [N-1:0] d0, d1,
				input logic s,
				output logic [N-1:0] y);
	assign y = s ? d1 : d0;
endmodule
==> /design/flow/run.sh <==
#!/bin/bash
# OpenROAD 26Q1-2900-gdf79404cd8, Yosys 0.63+post, stock flow scripts
make -C /OpenROAD-flow-scripts/flow DESIGN_CONFIG=/design/flow/config.mk WORK_HOME=/design/flow/orfs finish
==> /design/flow/config.mk <==
export PLATFORM = sky130hd
export DESIGN_NAME = fetch
export DESIGN_NICKNAME = fetch
export VERILOG_FILES = /design/flow/design.v
export SDC_FILE = /design/flow/constraint.sdc
export NUM_CORES = 4
export LEC_CHECK = 1
export CORE_UTILIZATION = 40
==> /design/flow/constraint.sdc <==
current_design fetch

set clk_period 12.8
set clk_io_pct 0.2

create_clock -name clk0 -period $clk_period [get_ports {clk}]

set non_clock_inputs [all_inputs -no_clocks]
set_input_delay [expr $clk_period * $clk_io_pct] -clock clk0 $non_clock_inputs
set_output_delay [expr $clk_period * $clk_io_pct] -clock clk0 [all_outputs]
==> results.sh <==
# source this file to load flow results
export IMPL_run_status="finished clean"
export IMPL_design_core_area_um2=9240
export IMPL_largest_register="dut1.q"
export IMPL_gp_congestion=0.849
export IMPL_leakagePower_nw=1.98
export IMPL_tritoncts="built"
export IMPL_detail_route_first_pass_iterations=4
export IMPL_required_time_of_the_critical_path_ns=13.05
export IMPL_yosys_stat_seqShare_pct=42.1
export IMPL_antenna_violations_before_repair=0
export IMPL_arrival_ns=4.23
export IMPL_dieWidth_um=99.5
export IMPL_synthesis_instances=442
export IMPL_global_routing_usage_on_met1_pct=38.2
export IMPL_ctsLongestPathBuffers=2
export IMPL_synthArstFlopShare_pct=100
export IMPL_finalHoldWorstSlack_ns=0.507
export IMPL_timing_worst_setup_path_type="input pin to flop"
export IMPL_mux_share_pct=2.57
export IMPL_hp_class="flop to flop"
export IMPL_clock_root_buffer="sky130_fd_sc_hd__clkbuf_8"
export IMPL_n_fill_cell=831
export IMPL_final_period_minus_worst_setup_slack_ns=3.98
export IMPL_area_of_combinational_cells_with_multiple_inputs_um2=2080
export IMPL_final_layout_size_suffix_gt1_share_pct=5.65
export IMPL_yosysCellCount=442
export IMPL_ctsResizeCount=0
export IMPL_cts_sinks=64
export IMPL_cp_endpoint="dut1.q[59]"
export IMPL_reg2reg_slack_ns=9.95
export IMPL_place_port_buffers=130
export IMPL_timing_critical_path_fanout_max=73
export IMPL_placementRows=35
export IMPL_syn_avg_cell_area_um2=8.60
export IMPL_finalSetupViolCount=0
export IMPL_chip_area_um2=9900
export IMPL_stage_log_warnings=26
export IMPL_floorplan_io_pins=131
export IMPL_clkLatencyLatePin_ns=0.34
export IMPL_via_density=5.48
export IMPL_grt_most_used_layer="met1"
export IMPL_route_vias_total=3809
export IMPL_grt_util_met2_pct=34.2
export IMPL_adder_share_pct=0.329
export IMPL_worst_slack_ns=8.82
export IMPL_worstReg2RegStart="dut1.q[2]"
export IMPL_critical_path_startpoint="PCSrc_F"
export IMPL_hpwl_mm=7.64
export IMPL_netlist_area_um2=3800
export IMPL_synth_edff_count=0
export IMPL_detail_route_wl_per_cell_um=15.6
export IMPL_cts_buffers=9
export IMPL_route_detailed_drc=0
export IMPL_setup_tns_ns=0
export IMPL_postCtsSetupRepairBufs=0
export IMPL_synth_flop_count=64
export IMPL_placed_cells_incl_taps=679
export IMPL_max_slew_margin_pct=40.3
export IMPL_post_synth_and_or_nand_nor_area_fraction_pct=30.3
export IMPL_yosys_warnings=1
export IMPL_yosysChipArea_um2=3800
export IMPL_cts_max_level=3
export IMPL_clkTransAtPathRegs_ns=0.09
export IMPL_ys_types=40
export IMPL_dpl_worst_slack_ns=8.49
export IMPL_largest_register_ff_count=64
export IMPL_initial_core_util_pct=41.2
export IMPL_setup_worst_path_end_class="flop"
export IMPL_reg2reg_to="dut1.q[62]"
export IMPL_cp_start_kind="input pin"
export IMPL_hold_viol=0
export IMPL_synth_compound_gate_area_share_pct=11.9
export IMPL_postRouteWirelength_mm=10.8
export IMPL_grt_pass1_vias=3614
export IMPL_grt_start_max_net_pins=74
export IMPL_hold_buffers=0
export IMPL_rsz_0062_raised_after_global_routing="no"
export IMPL_max_cap_violations=0
export IMPL_globalRoute_totalOverflow=0
export IMPL_power_density_nw_per_um2=104
export IMPL_detail_route_antenna_diodes=0
export IMPL_drtAntennaViolNets=0
export IMPL_worst_r2r_cell_count=6
export IMPL_synthFlopType="sky130_fd_sc_hd__dfrtp_1"
export IMPL_grtUsageTotal_pct=23.1
export IMPL_areaGrowthSynthToFinish_pct=41.7
export IMPL_worst_pin_slew_ns=0.889
export IMPL_total_power_after_layout_w=0.000560
export IMPL_topCombFamilyByArea="simple AND/OR/NAND/NOR gates"
export IMPL_post_layout_period_usage_pct=31.1
export IMPL_fmax_mhz=251
export IMPL_post_layout_nonfiller_instances=695
export IMPL_drt_iter0_markers=151
export IMPL_die_height_um=99.5
export IMPL_ir_worst_vdd_mv=0.0539
export IMPL_layout_top_registers="dut1.q x64"
export IMPL_worst_clock_skew_ns=0.0164
export IMPL_grt_first_pass_wirelength_mm=18.0
export IMPL_xor_share_pct=9.44
export IMPL_final_max_slew_viols=0
export IMPL_area_sequential_um2=1600
export IMPL_met3_usage_pct=3.86
critical path, cell delays in order:
cell	delay [ns]
sky130_fd_sc_hd__buf_4	0.40
sky130_fd_sc_hd__buf_4	0.65
sky130_fd_sc_hd__nand2_1	0.21
sky130_fd_sc_hd__a31oi_1	0.19
sky130_fd_sc_hd__a41oi_1	0.06
sky130_fd_sc_hd__o211ai_1	0.14
cell usage after synthesis (2+ instances only):
| master | count | area share [%] |
|---|---|---|
| sky130_fd_sc_hd__nand4_1 | 22 | 3.6 |
| sky130_fd_sc_hd__buf_1 | 3 | 0.30 |
| sky130_fd_sc_hd__a221o_1 | 3 | 0.79 |
| sky130_fd_sc_hd__nand4b_1 | 4 | 0.92 |
| sky130_fd_sc_hd__a31oi_1 | 7 | 1.2 |
| sky130_fd_sc_hd__or3_1 | 4 | 0.66 |
| sky130_fd_sc_hd__o21ai_0 | 3 | 0.39 |
| sky130_fd_sc_hd__a211o_1 | 2 | 0.46 |
| sky130_fd_sc_hd__nor2b_1 | 4 | 0.66 |
| sky130_fd_sc_hd__nor2_1 | 55 | 5.4 |
| sky130_fd_sc_hd__nor4_2 | 2 | 0.66 |
| sky130_fd_sc_hd__or4_1 | 7 | 1.4 |
| sky130_fd_sc_hd__nor3_1 | 16 | 2.1 |
| sky130_fd_sc_hd__mux2_2 | 6 | 1.8 |
| sky130_fd_sc_hd__mux2i_1 | 3 | 0.79 |
| sky130_fd_sc_hd__nand3_1 | 30 | 3.9 |
| sky130_fd_sc_hd__inv_1 | 8 | 0.79 |
| sky130_fd_sc_hd__a41oi_1 | 2 | 0.46 |
| sky130_fd_sc_hd__nand2_1 | 30 | 3.0 |
| sky130_fd_sc_hd__nor4_1 | 17 | 2.8 |
| sky130_fd_sc_hd__and3_1 | 8 | 1.3 |
| sky130_fd_sc_hd__and2_1 | 5 | 0.82 |
| sky130_fd_sc_hd__a21oi_1 | 53 | 7.0 |
| sky130_fd_sc_hd__and4_1 | 6 | 1.4 |
| sky130_fd_sc_hd__clkbuf_1 | 21 | 2.1 |
| sky130_fd_sc_hd__dfrtp_1 | 64 | 42 |
| sky130_fd_sc_hd__xor2_1 | 8 | 1.8 |
| sky130_fd_sc_hd__xnor2_1 | 33 | 7.6 |
| sky130_fd_sc_hd__o211ai_1 | 5 | 0.99 |
through the flow:
| step | cell area (um2) | utilization (%) |
|---|---|---|
| 2_1_floorplan | 3800 | - |
| 3_3_place_gp | 5190 | 56.2 |
| 3_5_place_dp | 5190 | 56.2 |
| 4_1_cts | 5390 | 58.3 |
| 5_1_grt | 5390 | 58.3 |
| 6_report | 5390 | 58.3 |
cell type report:
| type | count | share of cell area (%) |
|---|---|---|
| tap | 129 | 3.00 |
| clock inverter | 7 | 1.35 |
| multi-input combinational | 345 | 38.5 |
| sequential | 64 | 29.7 |
| inverter | 8 | 0.557 |
| timing repair buffer | 133 | 24.5 |
| clock buffer | 9 | 2.30 |
cell usage in the layout (no fill, tap or decap), types with 3 or more instances in the layout:
cell type / Yosys / layout
sky130_fd_sc_hd__and4_1: 6 / 6
sky130_fd_sc_hd__xnor2_1: 33 / 33
sky130_fd_sc_hd__nand3_1: 30 / 30
sky130_fd_sc_hd__inv_1: 8 / 7
sky130_fd_sc_hd__nor2b_1: 4 / 4
sky130_fd_sc_hd__xor2_1: 8 / 8
sky130_fd_sc_hd__and2_1: 5 / 5
sky130_fd_sc_hd__mux2i_1: 3 / 3
sky130_fd_sc_hd__or4_1: 7 / 7
sky130_fd_sc_hd__nor2_1: 55 / 55
sky130_fd_sc_hd__nand2_1: 30 / 30
sky130_fd_sc_hd__a21oi_1: 53 / 53
sky130_fd_sc_hd__nand4b_1: 4 / 4
sky130_fd_sc_hd__mux2_2: 6 / 6
sky130_fd_sc_hd__o211ai_1: 5 / 5
sky130_fd_sc_hd__buf_4: 0 / 4
sky130_fd_sc_hd__nor3_1: 16 / 16
sky130_fd_sc_hd__nor4_1: 17 / 17
sky130_fd_sc_hd__nand4_1: 22 / 22
sky130_fd_sc_hd__a31oi_1: 7 / 7
sky130_fd_sc_hd__or3_1: 4 / 4
sky130_fd_sc_hd__dfrtp_1: 64 / 64
sky130_fd_sc_hd__clkbuf_8: 0 / 9
sky130_fd_sc_hd__clkdlybuf4s50_1: 0 / 129
sky130_fd_sc_hd__o21ai_0: 3 / 3
sky130_fd_sc_hd__a221o_1: 3 / 3
sky130_fd_sc_hd__and3_1: 8 / 8
worst min path at each step:
stage,from,to,slack (ns),cells after the start
5_1_grt,dut1.q[1],dut1.q[1],0.52,1
6_report,dut1.q[0],dut1.q[0],0.51,1
4_1_cts,dut1.q[0],dut1.q[0],0.51,1
per-layer routing:
metal,wire length [um],vias up
li1,-,1860
met1,5150,1815
met2,4880,127
met3,710,7
met4,72,0
met5,0,-
where the power goes:
group	switching, W	internal [W]
clock	0.0000863	0.0000899
combinational	0.0000472	0.0000814
sequential	0.0000321	0.000223
total	0.000166	0.000394
cells by family after synthesis:
| group | count (synthesis) |
|---|---|
| adder cells (fa/ha/maj) | 1 |
| multiplexers | 9 |
| XOR/XNOR | 41 |
| buffers and inverters | 33 |
| flip-flops | 64 |
| AND/OR/NAND/NOR | 216 |
| AND-OR/OR-AND | 78 |
Power and IR drop assume default switching activity.
