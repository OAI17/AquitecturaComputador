==> flow/design.v <==
module adder #(parameter N = 64)
					(input logic [N-1:0] a, b,
					output logic [N-1:0] y);
	assign y = a + b;
endmodule
module alu
			(input logic [63:0] a,
			input logic [63:0] b,
			input logic [3:0] ALUControl,
			output logic [63:0] result,
			output logic zero);
	always_comb
		begin
			case (ALUControl[3:0])
				4'b0000: result = a & b; 
				4'b0001: result = a | b;
				4'b0010: result = a + b;
				4'b0110: result = a - b;
				4'b0111: result = b;
				default result = '1; 
			endcase
			if (result == 0) zero = 1;
			else zero = 0;
		end
endmodule
module execute (input logic AluSrc,
					input logic [3:0] AluControl,
					input logic [63:0] PC_E,
					input logic [63:0] signImm_E,
					input logic [63:0] readData1_E,
					input logic [63:0] readData2_E,
					output logic [63:0] PCBranch_E,
					output logic [63:0] aluResult_E,
					output logic [63:0] writeData_E,
					output logic zero_E);
	logic [63:0] shift_out,mux2_out;
	alu ALU(readData1_E,mux2_out,AluControl,aluResult_E,zero_E); 
	sl2 SL2(signImm_E,shift_out);
	adder ADDER(PC_E, shift_out,PCBranch_E);
	mux2 MUX2(readData2_E,signImm_E,AluSrc,mux2_out);
	assign writeData_E = readData2_E;		
endmodule
module mux2 #(parameter N = 64)
				(input logic [N-1:0] d0, d1,
				input logic s,
				output logic [N-1:0] y);
	assign y = s ? d1 : d0;
endmodule
module sl2 #(parameter N = 64)
				(input logic [N-1:0] a,					
				output logic [N-1:0] y);
	assign y[0] = 1'b0;
	assign y[1] = 1'b0;
	assign y[N-1:2] = a[N-3:0];
endmodule
==> flow/run.sh <==
#!/bin/bash
# OpenROAD 26Q1-2900-gdf79404cd8, Yosys 0.63+post, stock flow scripts
make -C /OpenROAD-flow-scripts/flow DESIGN_CONFIG=/design/flow/config.mk WORK_HOME=/design/flow/orfs finish
==> flow/config.mk <==
export PLATFORM = sky130hd
export DESIGN_NAME = execute
export DESIGN_NICKNAME = execute
export VERILOG_FILES = /design/flow/design.v
export SDC_FILE = /design/flow/constraint.sdc
export NUM_CORES = 4
export LEC_CHECK = 1
export CORE_AREA = 10 10 245 245
export DIE_AREA = 0 0 255 255
==> flow/constraint.sdc <==
current_design execute

set clk_period 35.5
set clk_io_pct 0.2

create_clock -name clk0 -period $clk_period

set non_clock_inputs [all_inputs -no_clocks]
set_input_delay [expr $clk_period * $clk_io_pct] -clock clk0 $non_clock_inputs
set_output_delay [expr $clk_period * $clk_io_pct] -clock clk0 [all_outputs]
==> impl_metrics.yaml <==
# synthesis and place-and-route metrics
timing:
  max_freq_mhz: 44.7
  finalSetupViolations: 0
  tightest_slew_ps: 834
  finalSetupTns_ps: 0
  drv_slew: 0
  period_minus_slack_ps: 22360
  hold_viol: 0
  slew_headroom_pct: 42.8
  fin_crit_sh_pct: 63.0
  rsz0062_at_grt: "false"
finish:
  seq_cells: 0
  num-clock-buffers: 0
  register_area_sq_um: 0
  syn_to_final_growth_pct: 34.2
  fin_cells: 3058
  num-fill-cells: 5866
  final-comb-area_sq_um: 12000
  drive_gt1_share_pct: 3.57
synthesis:
  most_common_cell: "a21oi_1"
  top_cells_by_area: "ha_1 (12%), a21oi_1 (9.8%), o21ai_0 (7.4%)"
  simple_gate_share_pct: 24.1
  synthTopCellsByCount: "a21oi_1 (260), o21ai_0 (196), nor2_1 (184)"
  ys_seq_share_pct: 0
  aoi_share_pct: 37.3
  top_cell_area_share_pct: 11.9
  ys_cells: 2059
  yosysWarnings: 1
  fa_ha_area_share_pct: 12.3
  xor_area_share_pct: 10.4
  yosysTopAreaCell: "ha_1"
  ys_chip_area_sq_um: 13300
  synthCells: 2059
  top_logic_kind: "AND-OR/OR-AND gates"
  synth.distinct_cells: 87
  avgSynthCellArea_sq_um: 6.46
  syn_area_sq_um: 13300
  mux_share_pct: 6.15
global_routing:
  overflow: 0
  grt_max_degree: 68
  grt_pass1_vias: 15634
  antenna_found_initial: 5
  grtUsageTotal_pct: 21.5
  grt_first_pass_wirelength_um: 105000
placement:
  place_inst: 3054
  place_hpwl_um: 63300
  numPortBuffers: 450
  gp_congestion: 1.03
drt:
  firstDrtPassIters: 8
  drc_errors: 0
  drtAntennaViolNets: 0
  via_per_inst: 5.58
  routed_wl_um: 73900
  vias: 17052
  drtIter0Drc: 1680
  routedWlPerCell_um: 24.2
pwr:
  ir_drop_mv: 0.00557
  p_sw_share_pct: 54.5
  power_density_nw_per_um2: 19.9
  combinationalPowerShare_pct: 100.0
  power.share.clock_pct: 0
  internal_power_w: 0.000162
  seqPwrFrac_pct: 0
  power.net_switching_w: 0.000193
  p_leak_nw: 6.90
setup_path:
  critPathLaunch: "AluSrc"
  crit_top_cell: "a21oi_1"
  worstPathCellList: "buf_4 -> mux2i_1 -> ha_1 -> or3b_2 -> a2111oi_4 -> and2_1 -> nand4_1 -> nor3_1 -> a21oi_1 -> xnor2_1 -> ha_1 -> a21oi_1 -> o21ai_0 -> a21oi_1 -> o21ai_0 -> a211o_1 -> a21oi_1 -> xor2_1 -> o221ai_1 -> or4b_2 -> or4_1 -> nor3_1 -> nor4b_2 -> clkdlybuf4s50_1"
  crit_fanout: 67
  cpPeakStageDelay_ps: 680
  slowest_stage: "or4b_2"
  start_kind: "primary input"
  critical_path_class: "in -> out"
  end_kind: "primary output"
  crit_arrival_ps: 15260
  cp.required_ps: 28400
floorplanning:
  die_h_um: 255
  fp-row-count: 86
  initCoreUtil_pct: 24.2
  core_area_sq_um: 54900
  chipArea_sq_um: 65000
  die_w_um: 255
  ios: 454
hold_path:
  hp-start: "PC_E[0]"
  hp-class: "in -> out"
outcome:
  status: "finished clean"
flow_run:
  drv_cap: 0
  warning_count: 34
clock_tree:
  cts_resized: 0
  cts_setup_buffers: 0
  ctsHoldBuffers: 0
## critical path, delay by kind of cell
| family | cells | cell delay, ps |
|---|---|---|
| buf+inv | 2 | 1110 |
| mux | 1 | 520 |
| xor+xnor | 2 | 430 |
| fa+ha+maj | 2 | 670 |
| simple gates | 8 | 3210 |
| compound gates | 9 | 2200 |
## layer usage
layer  GRT usage (%)  part of all wire (%)
met1            31.6                    45
met2            33.2                    44
met3            3.69                   9.0
met4            2.77                   1.6
met5               0                 0.018
## final cells by class
class | instances | area share (%)
repair buffers | 468 | 25.9
diodes | 4 | 0.0561
inverters | 87 | 1.83
well taps | 704 | 4.93
multi-input cells | 1795 | 67.3
## power groups by stage
stage	clock (W)	combinational (W)	sequential, W
CTS	0	0.000351	0
global route	0.0000000000151	0.000384	0
finish	0.0000000000152	0.000355	0
## stage by stage
stage               util (%)  instance area, sq um  setup slack, ps  total power (W)  hold slack, ps
global placement        32.5                 17800            13370         0.000351           14200
detailed placement      32.5                 17800            13300         0.000349           14200
finish                  32.5                 17900            13140         0.000355           14200
floorplan                  -                 13300            14900         0.000194           14270
global route            32.5                 17900            12700         0.000384           14200
CTS                     32.5                 17800            13290         0.000351           14200
## final timing paths
check | to | slack, ps | cells past startpoint
worst max-delay path | zero_E | 13140 | 24
worst min-delay path | PCBranch_E[0] | 14200 | 0
## layout by cell type, fill, tap and decap left out, drive strengths merged, types with 29 or more instances in the layout
master,netlist,layout
nor2b,29,29
xnor2,106,106
inv,87,87
a21oi,261,261
o21ai,205,205
ha,127,127
nand2,150,150
clkdlybuf4s50,0,445
nor2,184,184
mux2i,60,60
nand3,38,38
nor3,51,51
nand4,32,32
xor2,52,52
a21o,52,52
## logic make-up (layout without fill, tap and decap cells)
kind of cell	after synthesis	in the layout
AOI/OAI and AO/OA	786	786
and+or+nand+nor	643	643
buffers and inverters	264	555
xor gates and xnor gates	158	158
adders and majority gates	130	130
muxes	78	78
other	0	4
No activity file was given, so power comes from the tool's default toggle rates.
