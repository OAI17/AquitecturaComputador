`constraint.sdc`:
```
current_design exception

set clk_period 20.2
set clk_io_pct 0.2

create_clock -name clk0 -period $clk_period [get_ports {clk}]

set non_clock_inputs [all_inputs -no_clocks]
set_input_delay [expr $clk_period * $clk_io_pct] -clock clk0 $non_clock_inputs
set_output_delay [expr $clk_period * $clk_io_pct] -clock clk0 [all_outputs]
```
`design.v`:
```
module mux2 #(parameter N = 64)
				(input logic [N-1:0] d0, d1,
				input logic s,
				output logic [N-1:0] y);
	assign y = s ? d1 : d0;
endmodule
module comp_n #(parameter N=64)
			   (input logic [N-1:0] a, b,
				output logic eq);
	assign eq = a === b;
endmodule
module esync (input logic Exc, resetEsync, reset,
			  output logic out);
	always @(Exc, resetEsync, reset) begin
		if(reset) out <= 1'b0;
		if(resetEsync) out <= 1'b0;			
		if(Exc) out <= 1'b1;
	end
endmodule
module exception (input logic clk, reset, Exc, ERet,
				  input logic [3:0] EStatus,
				  input logic [63:0] NextPC_X, imem_addr_X, ALUBranch_X,
				  input logic [1:0] EDataSel,
				  output logic ExcAck, EProc_X,
				  output logic [63:0] PCBranch_X, readData_X,
				  output logic [63:0] EVAddr_X);
	logic [63:0] Exc_vector = 64'hD8;
	assign EVAddr_X = Exc_vector;
	logic comp_out, sync_out, EProc;
	assign EProc = sync_out & ~reset;
	assign EProc_X = EProc;
	assign ExcAck = comp_out;
	comp_n  #(64) EV_Comp (imem_addr_X, Exc_vector, comp_out);
	esync         ESync   (Exc, comp_out, reset, sync_out);
	logic [63:0] ERR_out, ELR_out;
	logic [3:0] ESR_out;
	flopr_e #(64) ERR     (clk, reset, EProc, NextPC_X, ERR_out);
	flopr_e #(64) ELR     (clk, reset, EProc, imem_addr_X, ELR_out);
	flopr_e #(4)  ESR     (clk, reset, EProc, EStatus , ESR_out);
	mux2    #(64) RET_SEL (ALUBranch_X, ERR_out, ERet, PCBranch_X);
	mux4    #(64) D_SEL   (ERR_out, ELR_out, {60'b0, ESR_out}, 64'b0, EDataSel, readData_X);
endmodule
module flopr_e #(parameter N = 64)
				(input logic clk, reset, enable,
				input logic [N-1: 0] d,
				output logic [N-1: 0] q);
	always_ff @(posedge clk, posedge reset)
		if (reset)       q <= '0;
		else if (enable) q <= d;
endmodule
module mux4 #(parameter N=64)
				(input logic [N-1:0] d0, d1, d2, d3,
				 input logic [1:0] s,
				 output logic [N-1:0] y);
assign y = s[1] ? (s[0] ? d3 : d2):(s[0] ? d1 : d0);
endmodule
```
`run.sh`:
```
#!/bin/bash
# OpenROAD 26Q1-2900-gdf79404cd8, Yosys 0.63+post, stock flow scripts
make -C /OpenROAD-flow-scripts/flow DESIGN_CONFIG=/design/flow/config.mk WORK_HOME=/design/flow/orfs finish
```
`config.mk`:
```
export PLATFORM = sky130hd
export DESIGN_NAME = exception
export DESIGN_NICKNAME = exception
export VERILOG_FILES = /design/flow/design.v
export SDC_FILE = /design/flow/constraint.sdc
export NUM_CORES = 4
export LEC_CHECK = 1
export CORE_UTILIZATION = 30
```
==> flow_summary.ini <==
; generated from flow reports
[global_route]
grt-ovfl-total = 0
grt_pass1_wl_um = 34400
grt.total_usage = 0.179
grt_max_degree = 54
grt_pass1_vias = 5543
antenna_found_initial = 0

[clocking]
ctsResizeCount = 0
clkLatencyLatePin_ps = 410
cts_buffers = 17
cts_buffer_depth = 2
clkTransAtPathRegs_ps = 60
cts_root_buffer = clkbuf_16
cts_htree_levels = 4
cts_setup_buffers = 0
ctsHoldBuffers = 0
cts_tree = built

[finish]
area_delta_synth_final_pct = 51.1
design_area_um2 = 11500
lay_top_cells = clkdlybuf4s50_1, dfrtp_1, mux2_2, mux2_4
fill_cells = 2257
drive_above_1_share = 0.264
layout_top_cell = clkdlybuf4s50_1

[routing]
first_iter_violations = 208
diodes = 0
drc = 0
finalWirelength_um = 22600
avgRoutedWirePerCell_um = 18.1
vias_per_cell = 4.41
ant_nets = 0
vias = 5497
detailedRoute.firstPassIterationCount = 4

[final_timing]
finalMaxSlewViolations = 0
layout_min_cycle_time_ps = 10390
finalClockSkew_ps = 0
fmax_ghz = 0.0963
unclocked_regs = 1
rsz0062_at_grt = no
final-setup-viol-count = 0
max_slew_margin = 0.489
unconstrained_endpoints = 1
hold_viol = 0
worst_slew_pin_slew_ps = 767
hold_slack_ps = 503
period_used_share = 0.514
tns_ps = 0

[floorplan]
die_y_um = 161
initial_core_util = 0.309
ios = 396
core_um2 = 24600
rows = 57
die_width_um = 161
die-area_um2 = 26000

[logic_synthesis]
ys_types = 23
synth_flops = 133
syn_avg_cell_area_um2 = 12.9
yosysWarnings = 4
netlist_instances = 588
synth_area_um2 = 7600
ys_area_um2 = 7600
ys_cells = 588

[setup_path]
end_kind = output pin
slowest_stage = nor4_1
crit_type = in2out
crit_fanout = 2
crit_top_cell = clkdlybuf4s50_1
crit_arrival_ps = 6350
path_cells = clkdlybuf4s50_1, nor4_1, nand4_1, nor4_2, clkdlybuf4s50_1
slowest_delay_ps = 560
cp.required_ps = 16160
start_kind = primary input

[pwr]
peakVddDrop_uv = 48.7
power.leakage_nw = 4.92
p_per_area_nw_per_um2 = 71.5

[job]
warning_count = 25
maxCapViolations = 0

[placed_design]
port_buffers = 331
gp_congestion = 0.815
hpwlAfterDp_um = 16700
place_area_um2 = 10900

[worst_hold_path]
hp-class = reg2reg

[run_status]
outcome = complete, no violations
==> routing by layer <==
metal / global-route usage / share of wire
met5: 0 / 0
met4: 0.0214 / 0.014
met3: 0.0406 / 0.066
met2: 0.294 / 0.49
met1: 0.253 / 0.43
==> state kept, by name, summed over array words and instances (netlist names) <==
name       cells
ERR.q         64
ESync.out      1
ESR.q          4
ELR.q         64
==> critical path: cells and delay by family <==
| family | cells | cell delay (ps) |
|---|---|---|
| simple gates | 3 | 1320 |
| buf+inv | 2 | 990 |
==> per-stage QoR <==
step	total power [mW]	setup WS, ps	util	std cells
5_1_grt	0.863	9640	0.467	1246
6_report	0.821	9810	0.467	1246
4_1_cts	0.836	9630	0.467	1246
3_3_place_gp	0.504	9650	0.442	1214
2_1_floorplan	0.400	11420	-	650
3_5_place_dp	0.505	9640	0.442	1214
==> final timing paths <==
kind	startpoint	endpoint	slack (ps)	depth (start not counted)
setup / recovery	imem_addr_X[14]	ExcAck	9810	5
hold / removal	ELR.q[29]	ELR.q[29]	500	1
setup reg to reg	ERR.q[48]	ERR.q[48]	19370	1
hold reg to reg	ELR.q[29]	ELR.q[29]	500	1
max in group asynchronous	reset	ELR.q[6]	15100	3
min in group asynchronous	reset	ERR.q[33]	4080	2
==> cells in the mapped netlist <==
| cell type | count | area (um^2) |
|---|---|---|
| and4b_1 | 1 | 10.0 |
| buf_1 | 1 | 3.75 |
| buf_2 | 17 | 85.1 |
| buf_4 | 68 | 510 |
| buf_6 | 2 | 22.5 |
| buf_8 | 7 | 105 |
| clkbuf_1 | 5 | 18.8 |
| conb_1 | 2 | 7.51 |
| dfrtp_1 | 132 | 3300 |
| dlxtn_1 | 1 | 15.0 |
| inv_1 | 1 | 3.75 |
| mux2_2 | 127 | 1430 |
| mux2_4 | 69 | 1040 |
| mux2i_1 | 64 | 641 |
| nand2_1 | 4 | 15.0 |
| nand4_1 | 4 | 25.0 |
| nor2_1 | 60 | 225 |
| nor2b_1 | 2 | 12.5 |
| nor3_1 | 1 | 5.00 |
| nor4_1 | 14 | 87.6 |
| nor4_2 | 1 | 12.5 |
| nor4b_1 | 1 | 8.76 |
| o21ai_0 | 4 | 20.0 |
==> power by group <==
group	internal (mW)	switching [mW]	total, mW
clock	0.199	0.125	0.324
sequential	0.294	0.0218	0.316
combinational	0.131	0.0503	0.181
total	0.624	0.197	0.821
==> kinds of logic after synthesis <==
kind of cell,share of synthesized area
compound gates,0.00263
buf+inv,0.0986
flops,0.434
latches,0.00197
mux,0.409
other cells,0.000988
simple gates,0.0528
==> area by class of cell <==
type	count	area, um^2	share of cell area
repair buffers	340	3370	0.293
multi-input cells	416	3780	0.329
clock inverters	14	175	0.0152
clock buffers	18	439	0.0382
well taps	324	405	0.0353
flip-flops and latches	133	3320	0.289
inverters	1	8.76	0.000762
Power and IR drop assume default switching activity.
